File: run.sh
#!/bin/bash
# OpenROAD 26Q1-2900-gdf79404cd8, Yosys 0.63+post, stock flow scripts
make -C /OpenROAD-flow-scripts/flow DESIGN_CONFIG=/design/flow/config.mk WORK_HOME=/design/flow/orfs finish
File: config.mk
export PLATFORM = sky130hd
export DESIGN_NAME = fir_moving_avg_filter
export DESIGN_NICKNAME = fir_moving_avg_filter
export VERILOG_FILES = /design/flow/design.v
export SDC_FILE = /design/flow/constraint.sdc
export NUM_CORES = 4
export LEC_CHECK = 1
export CORE_UTILIZATION = 50
File: constraint.sdc
current_design fir_moving_avg_filter

set clk_period 4.6
set clk_io_pct 0.2

create_clock -name clk0 -period $clk_period [get_ports {clk}]

set non_clock_inputs [all_inputs -no_clocks]
set_input_delay [expr $clk_period * $clk_io_pct] -clock clk0 $non_clock_inputs
set_output_delay [expr $clk_period * $clk_io_pct] -clock clk0 [all_outputs]
File: design.v
`timescale 1ns / 1ps
module D_FlipFlop #(parameter N=16) (
    input clk, reset_n, 
    input [N-1:0] sig_in,
    output reg [N-1:0] delay_out
    );
    always @(posedge clk, negedge reset_n)
    begin
        if(~reset_n)
            delay_out <= 'b0;
        else
            delay_out <= sig_in;
    end
endmodule
`timescale 1ns / 1ps
module fir_moving_avg_filter #(parameter N=16) (
    input clk, reset_n, 
    input [N-1:0] noisy,
    output reg [N-1:0] noisy_scaled,
    output reg [N-1:0] filtered_scaled
    );
    localparam scaling_factor = 6'd32;
    localparam scaling_input = 8'd128;
    wire [N-1:0] x1, x2, x3; 
    D_FlipFlop #(.N(16)) DFF1 (
        .clk(clk),
        .reset_n(reset_n),
        .sig_in(noisy),
        .delay_out(x1)
    );
        D_FlipFlop #(.N(16)) DFF2 (
        .clk(clk),
        .reset_n(reset_n),
        .sig_in(x1),
        .delay_out(x2)
    );
        D_FlipFlop #(.N(16)) DFF3 (
        .clk(clk),
        .reset_n(reset_n),
        .sig_in(x2),
        .delay_out(x3)
    );
    wire [N-1:0] mult0, mult1, mult2, mult3;
    assign mult0 = noisy * scaling_factor; 
    assign mult1 = x1 * scaling_factor;  
    assign mult2 = x2 * scaling_factor;  
    assign mult3 = x3 * scaling_factor; 
    wire [N-1:0] sum; 
    assign sum = (mult0+mult1+mult2+mult3);
    always @(posedge clk)
    begin
        noisy_scaled <= (noisy * scaling_input);
        filtered_scaled <= sum;
    end 
endmodule
==> impl_metrics.toml <==
# synthesis and place-and-route metrics
[detailed_routing]
drt_iter0_drc = 80
antenna_left = 0
wl_per_cell_um = 10.24
finalWirelength_mm = 2.959
drc_violations = 0
vias = 1289
antennaDiodeCount = 0
drt_first_pass_iters = 20
routed_via_density = 4.460

[final_timing]
post-route-min-period_ns = 3.746
setup_viol = 0
max_freq_ghz = 0.2669
final_min_period_over_clock_period_pct = 81.44
maxSlewViolCount = 0
setup_repair_after_global_routing_missed_its_margin = "no"
final.setup.tns_ns = 0
finClkSkew_ns = 0.007578
worst_slack_ns = 0.8536
final-hold-violation-count = 0

[worst_setup_path]
path_max_fanout = 3
timing_worst_setup_path_type = "primary input to flip-flop"
timing.critical_path.required_ns = 4.78
cp-end-kind = "flip-flop"
cp.arrival_ns = 3.93
cp_cell_instances = "clkdlybuf4s50_1, inv_1, fa_1, fa_1, inv_1, ha_1, inv_1, fa_1, nor2b_1, o21ai_0, a21oi_1, mux2i_1, nand3_1"
family_with_the_most_delay_on_the_worst_path = "adder cells"
worstPathBufferInverterCount = 4
crit_slowest_cell = "sky130_fd_sc_hd__fa_1"
startpoint_type = "primary input"
timing.critical_path.slowest_cell_delay_ns = 0.56

[clock_network]
cts_root_buffer = "sky130_fd_sc_hd__clkbuf_8"
post_cts_resized = 0
max-clock-path-buffers = 2
clock_tree_from_tritoncts = "done"
clk-insertion-delay-late_ns = 0.30
clkSinkCount = 53
h-tree-depth = 2
cts.repair_timing.setup_buffer_count = 0
clkSlewWorstSetupHoldPaths_ns = 0.08
ctsHoldBuffers = 0
cts_buffers = 5

[yosys]
synth-seq-cells = 53
yosys.stat.seqShare_pct = 51.93
netlist.top_cell.by_instances = "sky130_fd_sc_hd__inv_1"
yosysUniqueCellTypes = 24
synthesized_netlist_cell_count = 197
yosys-top-cells-area = "sky130_fd_sc_hd__dfrtp_1 35%, sky130_fd_sc_hd__dfxtp_1 17%, sky130_fd_sc_hd__fa_1 17%"
yosysWarningCount = 2
synth-area-yosys_sq_um = 2361
ff_type = "sky130_fd_sc_hd__dfrtp_1"
syn_area_sq_um = 2361
postSynth.asyncResetShare_pct = 62.26
top_area_cell = "sky130_fd_sc_hd__dfrtp_1"
synthesis.area_per_instance_sq_um = 11.98
ys_cells = 197
netlist_top_cells_count = "58 x sky130_fd_sc_hd__inv_1, 33 x sky130_fd_sc_hd__dfrtp_1, 20 x sky130_fd_sc_hd__dfxtp_1, 20 x sky130_fd_sc_hd__fa_1, 12 x sky130_fd_sc_hd__buf_4"
yosys.area.top_type_share_pct = 34.98
synth-edff-count = 0

[global_routing]
grt_pass1_wl_mm = 5.513
first_global_vias = 1261
use_met3_pct = 3.757
met2_global_route_usage_pct = 20.94
grt_max_degree = 34
grt_use_total_pct = 14.68
global_route.usage.met1_pct = 25.58
global_route.overflow_total = 0
gr_peak_layer = "met1"
grt_antenna_before_repair = 0

[power_and_ir_drop]
vdd_drop_max_mv = 0.2094
power.static_leakage_uw = 0.001396
power.density_nw_per_um2 = 433.8

[placement]
io_buffers = 32
place.detailed.hpwl_mm = 2.330
place_worst_setup_slack_ns = 0.5220
finalWeightedCongestion = 0.8585

[die]
dieHeight_um = 70.72
placeableCoreArea_sq_um = 4444
die_area_sq_um = 5001
io_pins = 50
initCoreUtil_pct = 53.12
num_rows = 24
die_w_um = 70.72

[min_path]
hold_class = "flip-flop to flip-flop"

[finish]
post_route_cells_drive_above_1_share_pct = 5.485
synthToLayoutAreaGrowth_pct = 18.87

[outcome]
result_of_the_run = "finished, final reports clean"

[flow_run]
warnings = 31
maxCapViolCount = 0
==> final cells by class <==
class | count | area [sq um]
clock buffer | 7 | 96.34
clock inverter | 1 | 5.005
fill | 351 | 1638
inverter | 58 | 217.7
multi-input combinational | 85 | 868.3
sequential | 53 | 1226
tap | 52 | 65.06
timing repair buffer | 33 | 327.8
==> per-stage QoR <==
step                power, uW  util, %  std cells  cell area (sq um)  hold WS [ns]
finish                   1217    63.15        289               2806        0.3765
global route             1315    63.15        289               2806        0.3904
CTS                      1239    63.15        289               2806        0.3796
detailed placement      961.7    60.87        281               2705        0.3597
global placement        953.8    60.87        281               2705        0.3558
floorplan               801.4        -        208               2402        0.3537
==> sequential cells by signal, summed over array words and instances, names as in the netlist <==
name             count
noisy_scaled         9
DFF2.delay_out      11
filtered_scaled     11
DFF1.delay_out      11
DFF3.delay_out      11
==> metal layers <==
layer	part of all wire, %	routed length (um)
met1	47	1383
met2	45	1333
met3	8.2	242
met4	0	0
met5	0	0
==> layout by cell type (no fill, tap or decap), drive strengths merged <==
master | Yosys | routed
inv | 58 | 58
nor4 | 1 | 1
fa | 20 | 20
conb | 1 | 12
xor2 | 2 | 2
clkinv | 0 | 1
nor2b | 2 | 2
xnor2 | 10 | 10
o21ai | 4 | 4
clkdlybuf4s50 | 0 | 32
dfrtp | 33 | 33
and2b | 1 | 1
o2111a | 1 | 1
ha | 10 | 10
nand3 | 3 | 3
o2111ai | 1 | 1
clkbuf | 0 | 7
nor3b | 2 | 2
mux2i | 1 | 1
buf | 12 | 1
nand2 | 2 | 2
a31oi | 1 | 1
nor2 | 4 | 4
a21oi | 7 | 7
a21o | 1 | 1
dfxtp | 20 | 20
==> where the power goes <==
part	total (uW)	switching, uW	internal [uW]
Combinational	397	172	226
Sequential	549	17.4	532
Clock	271	135	136
==> kinds of logic (layout without fill, tap and decap cells) <==
| kind of cell | after synthesis | count (layout) | share of synthesized area, % |
|---|---|---|---|
| xor gates and xnor gates | 12 | 12 | 4.451 |
| adders and majority gates | 30 | 30 | 22.26 |
| muxes | 1 | 1 | 0.4240 |
| DFF | 53 | 53 | 51.93 |
| other | 1 | 12 | 0.1588 |
| AOI/OAI and AO/OA | 15 | 15 | 4.346 |
| buffers and inverters | 70 | 99 | 13.04 |
| and+or+nand+nor | 15 | 15 | 3.391 |
==> path summary, 6_finish.rpt <==
kind	slack, ns	cells past startpoint	startpoint	endpoint
max	0.85	13	noisy[1]	filtered_scaled[14]
min	0.38	0	DFF2.delay_out[4]	DFF3.delay_out[4]
max reg2reg	1.66	12	DFF1.delay_out[1]	filtered_scaled[14]
min reg2reg	0.38	0	DFF2.delay_out[4]	DFF3.delay_out[4]
max in group asynchronous	3.27	2	reset_n	DFF3.delay_out[2]
min in group asynchronous	1.02	2	reset_n	DFF2.delay_out[1]
Power is estimated from default activity; no workload was simulated.
